===== run.sh =====
#!/bin/bash
# OpenROAD 26Q1-2900-gdf79404cd8, Yosys 0.63+post, stock flow scripts
make -C /OpenROAD-flow-scripts/flow DESIGN_CONFIG=/design/flow/config.mk WORK_HOME=/design/flow/orfs finish

===== config.mk =====
export PLATFORM = sky130hd
export DESIGN_NAME = profile_sync
export DESIGN_NICKNAME = profile_sync
export VERILOG_FILES = /design/flow/design.v
export SDC_FILE = /design/flow/constraint.sdc
export NUM_CORES = 4
export LEC_CHECK = 1
export CORE_UTILIZATION = 30

===== constraint.sdc =====
current_design profile_sync

set clk_period 1.9
set clk_io_pct 0.2

create_clock -name clk0 -period $clk_period [get_ports {sync_clk}]

set non_clock_inputs [all_inputs -no_clocks]
set_input_delay [expr $clk_period * $clk_io_pct] -clock clk0 $non_clock_inputs
set_output_delay [expr $clk_period * $clk_io_pct] -clock clk0 [all_outputs]

===== design.v =====
`timescale 1ns / 1ps
module profile_sync(
    input profile_switch,
    output wire [2:0] ch0_profile,
    output wire [2:0] ch1_profile,    
    output wire [2:0] ch2_profile,
    output wire [2:0] ch3_profile,
    input [2:0] ch0_profile_int,
    input [2:0] ch1_profile_int,
    input [2:0] ch2_profile_int,
    input [2:0] ch3_profile_int,
    input [2:0] ch0_profile_ext,
    input [2:0] ch1_profile_ext,
    input [2:0] ch2_profile_ext,
    input [2:0] ch3_profile_ext,
    input [3:0] sync_clk
    );
reg [3:0] ch0_profile_buf = 0;
reg [3:0] ch0_profile_buf0 = 0;
reg [3:0] ch0_profile_buf1 = 0;
reg [3:0] ch0_profile_buf2 = 0;
reg [3:0] ch0_profile_buf3 = 0;
reg [3:0] ch1_profile_buf = 0;
reg [3:0] ch1_profile_buf0 = 0;
reg [3:0] ch1_profile_buf1 = 0;
reg [3:0] ch1_profile_buf2 = 0;
reg [3:0] ch1_profile_buf3 = 0;
reg [3:0] ch2_profile_buf = 0;
reg [3:0] ch2_profile_buf0 = 0;
reg [3:0] ch2_profile_buf1 = 0;
reg [3:0] ch2_profile_buf2 = 0;
reg [3:0] ch3_profile_buf = 0;
reg [3:0] ch3_profile_buf0 = 0;
reg [3:0] ch3_profile_buf1 = 0;
reg [3:0] ch3_profile_buf2 = 0;
assign ch0_profile = ch0_profile_buf;
assign ch1_profile = ch1_profile_buf;
assign ch2_profile = ch2_profile_buf;
assign ch3_profile = ch3_profile_buf;
always@(negedge sync_clk[0])
begin     
    ch0_profile_buf1 <=  ch0_profile_ext; 
    ch0_profile_buf2 <= ch0_profile_buf1;
    if (ch0_profile_buf2 == ch0_profile_ext)
        ch0_profile_buf0 <= ch0_profile_buf2;
    ch0_profile_buf <= ch0_profile_buf0;
end
always@(negedge sync_clk[1])
begin     
    ch1_profile_buf1 <=  ch1_profile_ext; 
    ch1_profile_buf2 <= ch1_profile_buf1;
    if (ch1_profile_buf2 == ch1_profile_ext)
        ch1_profile_buf0 <= ch1_profile_buf2;
    ch1_profile_buf <= ch1_profile_buf0;
end 
always@(posedge sync_clk[2])
begin     
    ch2_profile_buf1 <=  ch2_profile_ext; 
    ch2_profile_buf2 <= ch2_profile_buf1;
    if (ch2_profile_buf2 == ch2_profile_ext)
        ch2_profile_buf0 <= ch2_profile_buf2;
    ch2_profile_buf <= ch2_profile_buf0;
end
always@(negedge sync_clk[3])
begin     
    ch3_profile_buf1 <=  ch3_profile_ext; 
    ch3_profile_buf2 <= ch3_profile_buf1;
    if (ch3_profile_buf2 == ch3_profile_ext)
        ch3_profile_buf0 <= ch3_profile_buf2;
    ch3_profile_buf <= ch3_profile_buf0;
end         
endmodule

==> impl_results.html <==
<h3>Run summary</h3>
<table>
<tr><th>Metric</th><th>Value</th></tr>
<tr><th colspan="2">Status</th></tr>
<tr><td>Outcome</td><td>finished with violations</td></tr>
<tr><td>Violations in the final reports</td><td>setup timing</td></tr>
<tr><th colspan="2">Setup path</th></tr>
<tr><td>Crit path arrival time</td><td>1.63 ns</td></tr>
<tr><td>RR Endpoint</td><td>ch0_profile_buf0[2]</td></tr>
<tr><td>Type of destination of the critical path</td><td>primary output</td></tr>
<tr><td>Worst reg2reg setup slack</td><td>0.83 ns</td></tr>
<tr><td>Max stage delay on crit path</td><td>0.30 ns</td></tr>
<tr><td>Worst reg-to-reg path cell count</td><td>2</td></tr>
<tr><td>Critical path peak fanout</td><td>1</td></tr>
<tr><td>Cell with the largest stage delay on the worst path</td><td>sky130_fd_sc_hd__dfxtp_2</td></tr>
<tr><td>Startpoint of the most critical register-to-register path</td><td>ch0_profile_buf2[0]</td></tr>
<tr><td>Critical path cell sequence</td><td>buf_2</td></tr>
<tr><td>Buffer-and-inverter tally for the worst setup path</td><td>1</td></tr>
<tr><td>Cell class contributing the biggest share of worst-path delay</td><td>flip-flops</td></tr>
<tr><td>Nature of the critical path startpoint</td><td>flip-flop</td></tr>
<tr><td>Data required time of the critical path</td><td>1.52 ns</td></tr>
<tr><td>Critical path type</td><td>reg2out</td></tr>
<tr><th colspan="2">Final layout</th></tr>
<tr><td>Synth-to-Final Area Change</td><td>44.3%</td></tr>
<tr><td>Filler cell count</td><td>341</td></tr>
<tr><td>Post-layout util</td><td>47.0%</td></tr>
<tr><td>Layout cell share with drive strength beyond 1</td><td>29.0%</td></tr>
<tr><td>Final non-filler cell area</td><td>0.00179 mm^2</td></tr>
<tr><th colspan="2">Final timing</th></tr>
<tr><td>Worst Tran Pin Value</td><td>0.249 ns</td></tr>
<tr><td>Final worst setup slack</td><td>-0.106 ns</td></tr>
<tr><td>Slew Limit Fails</td><td>0</td></tr>
<tr><td>Number of failing setup endpoints in the final timing report</td><td>9</td></tr>
<tr><td>Post-Route Skew</td><td>0.0123 ns</td></tr>
<tr><td>Unrepaired setup endpoints after global routing</td><td>true</td></tr>
<tr><td>Worst relative slew slack</td><td>83.3%</td></tr>
<tr><td>Final Hold Vio Count</td><td>0</td></tr>
<tr><th colspan="2">Placement</th></tr>
<tr><td>Estimated wirelength of the detail-placed design</td><td>999 um</td></tr>
<tr><td>Gpl congestion</td><td>0.724</td></tr>
<tr><td>Total placed instance area</td><td>0.00154 mm^2</td></tr>
<tr><td>Port Buffers</td><td>24</td></tr>
<tr><th colspan="2">Global route</th></tr>
<tr><td>Antenna violations before repair</td><td>0</td></tr>
<tr><td>First-pass GRT wire length</td><td>2.85 mm</td></tr>
<tr><td>Overall Global Routing Usage</td><td>9.31%</td></tr>
<tr><td>Maximum number of pins on one net before global-route repair</td><td>8</td></tr>
<tr><td>Via count of the first global-routing pass</td><td>762</td></tr>
<tr><td>Grt ovf</td><td>0</td></tr>
<tr><th colspan="2">Synthesis</th></tr>
<tr><td>Number of enable-type register cells in the synthesized netlist</td><td>12</td></tr>
<tr><td>Mean instance size in the synthesized netlist</td><td>18.5 um^2</td></tr>
<tr><td>Mapped Cells</td><td>67</td></tr>
<tr><td>Area figure in the yosys stat output</td><td>0.00124 mm^2</td></tr>
<tr><td>Registers, synthesis</td><td>48</td></tr>
<tr><td>Warnings from Yosys</td><td>1</td></tr>
<tr><td>Cell with the most instances after synthesis</td><td>sky130_fd_sc_hd__dfxtp_1</td></tr>
<tr><td>Cell area leaders</td><td>sky130_fd_sc_hd__dfxtp_1, sky130_fd_sc_hd__edfxtp_1, sky130_fd_sc_hd__xor2_1, sky130_fd_sc_hd__nor3_2, sky130_fd_sc_hd__inv_1</td></tr>
<tr><td>Most instantiated cells after synthesis</td><td>sky130_fd_sc_hd__dfxtp_1, sky130_fd_sc_hd__edfxtp_1, sky130_fd_sc_hd__xor2_1</td></tr>
<tr><td>Post-synth ARST share</td><td>0%</td></tr>
<tr><td>Syn Std Cell Area</td><td>0.00124 mm^2</td></tr>
<tr><td>Post-synthesis cell type with the largest combined area</td><td>sky130_fd_sc_hd__dfxtp_1</td></tr>
<tr><td>Yosys cell count</td><td>67</td></tr>
<tr><td>Seq share, synth</td><td>87.4%</td></tr>
<tr><td>Top area contributor share</td><td>58.2%</td></tr>
<tr><td>Distinct lib cells used</td><td>5</td></tr>
<tr><td>Most used flip-flop cell</td><td>sky130_fd_sc_hd__dfxtp_1</td></tr>
<tr><th colspan="2">Routing</th></tr>
<tr><td>Remaining design rule violation count</td><td>0</td></tr>
<tr><td>Count of nets left with antenna violations after detail routing</td><td>0</td></tr>
<tr><td>First drt pass iteration count</td><td>4</td></tr>
<tr><td>1st-iter DRT viols</td><td>31</td></tr>
<tr><td>Antenna cells</td><td>0</td></tr>
<tr><td>Mean routed wirelength per cell</td><td>8.90 um</td></tr>
<tr><td>DRT Wirelength</td><td>1.66 mm</td></tr>
<tr><td>Vias per inst</td><td>3.82</td></tr>
<tr><td>Via Count</td><td>711</td></tr>
<tr><th colspan="2">Floorplanning</th></tr>
<tr><td>I/O pin count</td><td>41</td></tr>
<tr><td>Die Footprint</td><td>0.00439 mm^2</td></tr>
<tr><td>Horizontal extent of the die</td><td>66.2 um</td></tr>
<tr><td>Row Count</td><td>22</td></tr>
<tr><td>Std-Cell Core Area</td><td>0.00380 mm^2</td></tr>
<tr><td>Share of the core filled by cells before placement</td><td>32.6%</td></tr>
<tr><td>Die extent in y</td><td>66.2 um</td></tr>
<tr><th colspan="2">Clock tree</th></tr>
<tr><td>Clock tree from TritonCTS</td><td>done</td></tr>
<tr><td>Register clock-pin slew on the reported worst setup and hold paths</td><td>0.03 ns</td></tr>
<tr><td>Clock latency at the later pin of the worst-skew pair</td><td>0.29 ns</td></tr>
<tr><td>Hold_buf cts</td><td>0</td></tr>
<tr><td>Clock Sinks</td><td>48</td></tr>
<tr><th colspan="2">Run</th></tr>
<tr><td>Tally of OpenROAD warnings</td><td>153</td></tr>
<tr><td>Max-cap viol count</td><td>0</td></tr>
<tr><th colspan="2">Min path</th></tr>
<tr><td>Class of the tightest hold or removal check</td><td>reg2reg</td></tr>
<tr><td>Hold path endpoint</td><td>ch3_profile_buf2[1]</td></tr>
<tr><td>Hold Path Depth</td><td>0</td></tr>
<tr><td>Hold path start</td><td>ch3_profile_buf1[1]</td></tr>
<tr><th colspan="2">Power and ir drop</th></tr>
<tr><td>Largest vdd supply drop</td><td>0.670 mV</td></tr>
<tr><td>Leakage power total</td><td>0.859 nW</td></tr>
<tr><td>Power per unit of standard cell area</td><td>1280 mW/mm^2</td></tr>
</table>
-- metal layers --
metal,track usage [%],wire [um]
met5,0,0
met4,6.12,34
met3,9.79,171
met2,10.7,727
met1,9.97,721
-- worst max-delay path by stage --
stage | from | endpoint | slack [ns] | cells after the start
CTS | ch3_profile_buf[0] | ch3_profile[0] | -0.14 | 1
global route | ch3_profile_buf[0] | ch3_profile[0] | -0.19 | 1
finish | ch0_profile_buf[1] | ch0_profile[1] | -0.11 | 1
-- logic make-up after synthesis --
family | share of synthesized area, %
flops | 87.4
simple gates | 3.24
buf+inv | 0.910
xor+xnor | 8.49
-- placed cells by master (no fill, tap or decap), drive strengths merged --
cell,netlist,final
dfxtp,36,36
nor3,4,4
xor2,12,12
clkdlybuf4s50,0,6
clkinvlp,0,1
buf,0,16
inv,3,36
clkbuf,0,15
edfxtp,12,12
-- worst reg2reg max path, cell delays in order (launching register included) --
cell,delay (ns)
sky130_fd_sc_hd__dfxtp_1,0.31
sky130_fd_sc_hd__xor2_1,0.17
sky130_fd_sc_hd__nor3_2,0.27
-- cell type report --
cell class	count	area, um^2	share of cell area [%]
clock inverters	37	140	7.85
repair buffers	24	150	8.41
clock buffers	13	179	10.0
well taps	48	60.1	3.36
multi-input cells	16	174	9.74
flip-flops and latches	48	1080	60.6
-- through the flow --
stage / setup slack, ns / power (W) / hold WS, ns / TNS (ns) / std cells
2_1_floorplan: -0.142 / 0.00127 / 0.310 / -1.28 / 67
3_3_place_gp: -0.637 / 0.00131 / 0.311 / -7.26 / 139
3_5_place_dp: -0.652 / 0.00132 / 0.313 / -7.40 / 139
4_1_cts: -0.138 / 0.00245 / 0.316 / -1.13 / 186
5_1_grt: -0.189 / 0.00259 / 0.331 / -1.37 / 186
6_report: -0.106 / 0.00228 / 0.315 / -0.869 / 186
-- power breakdown --
part / internal [W] / switching (W)
Clock: 0.000699 / 0.000411
Sequential: 0.00110 / 0.0000139
Combinational: 0.0000326 / 0.0000311
Total: 0.00183 / 0.000456
-- timing repair --
item	4_1_cts	5_1_grt
buffers inserted	0	0
resized	63	3
pin swaps	12	2
endpoints found under the setup margin	18	18
Power and IR drop assume default switching activity.
