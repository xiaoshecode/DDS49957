==> ./design.v <==
`timescale 1ns / 1ps
`timescale 1ns / 1ps
module Digi_ATT(
    output reg ATT_LE,
    output reg ATT_DATA,
    input ATT_CLK,
    input [5:0] ATT_Gain,
    input ATT_EN
    );
reg [3:0]                         current_state;
localparam                       S_IDLE       = 1;  
localparam                       S_D16      = 2; 
localparam                       S_D8      = 3; 
localparam                       S_D4      = 4; 
localparam                       S_D2      = 5; 
localparam                       S_D1      = 6; 
localparam                       S_D0_5      = 7; 
localparam                       S_DC1      = 8; 
localparam                       S_DC2      = 9; 
localparam                       S_LATCH      = 10; 
reg ATT_en_prev;
 always@(posedge ATT_CLK)
 begin
    case(current_state)
		S_IDLE:
	    begin
            ATT_LE<=1'b0;
            ATT_DATA<=1'b0;
            ATT_en_prev <= ATT_EN;
            if(ATT_EN ==1'b1)
            begin
               current_state<=S_D16;        
            end
        end     
        S_D16:
        begin
               ATT_DATA<=  ATT_Gain[5];
               current_state<=S_D8;
        end    
        S_D8:
        begin
             ATT_DATA<=  ATT_Gain[4];
               current_state<=S_D4;
        end    
        S_D4:
        begin
            ATT_DATA<=  ATT_Gain[3];
               current_state<=S_D2;
        end    
        S_D2:
        begin
             ATT_DATA<=  ATT_Gain[2];
               current_state<=S_D1;
        end    
        S_D1:
        begin
           ATT_DATA<=  ATT_Gain[1];
               current_state<=S_D0_5;             
        end  
        S_D0_5:
        begin
            ATT_DATA<= ATT_Gain[0];
               current_state<=S_DC1;     
        end  
        S_DC1:
        begin
            ATT_DATA<=  1'b0;
               current_state<=S_DC2;  
        end  
        S_DC2:
        begin
            ATT_DATA<=  1'b0;
               current_state<=S_LATCH;              
        end  
        S_LATCH:
        begin
            ATT_LE<=1'b1;
               current_state<=S_IDLE;     
        end    
        default:
        begin
             ATT_LE<=1'b0; 
             ATT_DATA<=1'b0;
			current_state <= S_IDLE;
        end
       endcase
 end;
endmodule
==> ./run.sh <==
#!/bin/bash
# OpenROAD 26Q1-2900-gdf79404cd8, Yosys 0.63+post, stock flow scripts
make -C /OpenROAD-flow-scripts/flow DESIGN_CONFIG=/design/flow/config.mk WORK_HOME=/design/flow/orfs finish
==> ./config.mk <==
export PLATFORM = sky130hd
export DESIGN_NAME = Digi_ATT
export DESIGN_NICKNAME = Digi_ATT
export VERILOG_FILES = /design/flow/design.v
export SDC_FILE = /design/flow/constraint.sdc
export NUM_CORES = 4
export LEC_CHECK = 1
export CORE_AREA = 10 10 70 70
export DIE_AREA = 0 0 80 80
==> ./constraint.sdc <==
current_design Digi_ATT

set clk_period 2.3
set clk_io_pct 0.2

create_clock -name clk0 -period $clk_period [get_ports {ATT_CLK}]

set non_clock_inputs [all_inputs -no_clocks]
set_input_delay [expr $clk_period * $clk_io_pct] -clock clk0 $non_clock_inputs
set_output_delay [expr $clk_period * $clk_io_pct] -clock clk0 [all_outputs]
==> Changelog: implementation <==
### Changed

- Number of distinct library cells after synthesis: 15
- Synthesis-to-finish area growth: 44.40%
- DR WL/cell: 7.931 um
- Most used logic cell in the final layout: clkdlybuf4s50_1
- Lkg Pwr: 0.1803 nW
- Top cells excl fill/tap: 9 x clkdlybuf4s50_1, 6 x edfxtp_1, 6 x nand2_1, 4 x nor2_1
- Crit start category: input port
- Area figure in the yosys stat output: 346.6 sq um
- Pre-Repair DR Iteration Count: 4
- FMAX: roughly 660 MHz
- Synthesis Warnings: 1
- Post-cts resize count: 0
- Critical path class: input port to flop
- Final Hold Vio Count: 0
- Number of max-cap violations: 0
- IO buf count: 9
- Max Transition Viols Final: 0
- Cells after DPL: 84
- # rows: 21
- CP max FO: 1
- Fp_density: 10.15%
- Avg Vias per Cell: roughly 2.9
- Syn avg cell area: 11.18 sq um
- Area leader share: between 50 and 60%
- Total Neg Setup Slack: 0 ns
- Hold WC Path Type: flop to flop
- # fillers: between 300 and 400
- CORE AREA: 3416 sq um
- Post-detailed-route count of antenna-violating nets: 0
- Number of buffers created by CTS: 3
- TritonCTS clock tree: yes
- Largest area contributor in the netlist: edfxtp_1
- CTS Hold Bufs: 0
- Via count of the first global-routing pass: 252
- CP cell instances: clkdlybuf4s50_1, mux4_2, a22oi_2, nor2_1
- Cell with the largest stage delay on the worst path: mux4_2
- WL met2: 334 um
- CTS root buffer: clkbuf_4
- Slew headroom: 81.05%
- Die X: about 80 um
- Critical Path RT: 2.29 ns
- Num ports: 10
- Gr usage total: 2.173%
- Synth top area cells: edfxtp_1 52%, mux4_2 6.5%, nand2_1 6.5%
- Synth flops: 6
- Postcts setup bufs: 0
- Worst Path Buf+Inv: 1
- Largest net degree at the start of global routing: 9
- Power density over cell area: 1151 nW/um^2
- Clock skew: 0.001031 ns
- Detailed Route Iter0 Violations: 53
- OpenROAD warnings: 25
- Ys cells: 31
- H-Tree Depth: 1
- Final HPWL from detailed placement: 537.5 um
- Die height: approximately 80 um
- Clk sinks: 6
- Fraction of layout instances using a drive strength above 1: 14.63%
- Least-Margin Pin Slew: 0.2833 ns
- Routed length on met3: roughly 74 um
- Diode count: 0
- Wl on met1: 245 um
- Post-synthesis cell area: 346.6 sq um
- Cell family with most CP delay: multiplexers
- Total power: 0.5758 mW
- DRC: 0
- Clock-pin slew on the worst setup and hold paths: 0.05 ns
- Cycle use final: 65.74%
- Critical Path AT: 1.50 ns
- GPL Wtd Cong: 0.7474
- Worst skew pair latency: around 0.24 ns
- Slowest stage delay, CP: approximately 0.47 ns
- Final setup fails: 0
- VDD IR max: ~0.18 mV
- Vias: approximately 250
- First-pass GRT wire length: 1.117 mm
- Chip area: 6400 sq um
- Highest routed metal layer: met4
- Grt total ovfl: 0
- Final WL: 690 um
- Clock Tree Buf Depth: 2
- Seq share, synth: 51.99%
- Minimum clock period: between 1.5 and 2 ns
- Fin cells: ~87
- Outcome: complete, no violations
- Crit. End Element: flop
- Unrepaired setup endpoints after global routing: false
- Initial antenna violation count: 0
- Cell count after synthesis: 31
==> report_power, final <==
part	switching (mW)	total, mW	leakage [nW]	internal, mW
clock network	0.0389	0.0979	0.0138	0.0591
logic	0.0785	0.205	0.101	0.126
registers	0.0714	0.273	0.0650	0.202
==> area by class of cell <==
| class | count | area (sq um) | share of cell area [%] |
|---|---|---|---|
| timing repair buffer | 9 | 90.09 | 18.00 |
| clock buffer | 3 | 22.52 | 4.500 |
| inverter | 1 | 3.754 | 0.7500 |
| sequential | 6 | 180.2 | 36.00 |
| tap | 46 | 57.56 | 11.50 |
| multi-input combinational | 22 | 146.4 | 29.25 |
==> routing by layer <==
layer  vias to the layer above  track usage [%]
met4                         0            1.232
met2                         7            3.291
li1                        127                -
met1                       113            2.253
met5                         -                0
met3                         4            1.364
==> cell families (layout without fill, tap and decap cells) <==
kind of cell / after synthesis / count (layout) / synth area share [%]
AOI/OAI and AO/OA: 4 / 4 / 7.940
xor gates and xnor gates: 3 / 3 / 7.583
buffers and inverters: 3 / 13 / 5.774
DFF: 6 / 6 / 51.98
muxes: 2 / 2 / 9.747
and+or+nand+nor: 13 / 13 / 16.97
==> cells in the mapped netlist (all sizes together) <==
master	number
nand2	6
xnor2	1
nor2b	1
o21ai	3
nor2	4
or2b	1
mux4	1
a22oi	1
xor2	2
inv	1
nand3b	1
buf	2
edfxtp	6
mux2	1
==> path summary, 6_finish.rpt <==
| check | startpoint | endpoint | slack [ns] | cells past startpoint |
|---|---|---|---|---|
| worst max-delay path | ATT_Gain[0] | ATT_DATA | 0.79 | 4 |
| worst max register to register | current_state[0] | ATT_DATA | 0.81 | 3 |
| worst min register to register | current_state[0] | current_state[0] | 0.71 | 1 |
| worst min-delay path | current_state[0] | current_state[0] | 0.71 | 1 |
==> flip-flops by register name, indices dropped and copies added (netlist names) <==
| name | cells |
|---|---|
| ATT_LE | 1 |
| ATT_DATA | 1 |
| current_state | 4 |
==> metrics by stage <==
stage | setup slack, ns | hold slack, ns | utilization, % | cell area (sq um)
2_1_floorplan | 0.9549 | 0.6397 | - | 346.6
3_3_place_gp | 0.5426 | 0.7032 | 13.99 | 478.0
3_5_place_dp | 0.5358 | 0.7095 | 13.99 | 478.0
4_1_cts | 0.7893 | 0.7193 | 14.65 | 500.5
5_1_grt | 0.7536 | 0.7414 | 14.65 | 500.5
6_report | 0.7879 | 0.7142 | 14.65 | 500.5
Power is estimated from default activity; no workload was simulated.
