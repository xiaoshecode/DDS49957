===== design/flow/config.mk =====
export PLATFORM = sky130hd
export DESIGN_NAME = pll_config_mcu
export DESIGN_NICKNAME = pll_config_mcu
export VERILOG_FILES = /design/flow/design.v
export SDC_FILE = /design/flow/constraint.sdc
export NUM_CORES = 4
export LEC_CHECK = 1
export CORE_AREA = 10 10 70 70
export DIE_AREA = 0 0 80 80

===== design/flow/constraint.sdc =====
current_design pll_config_mcu

set clk_period 3.0
set clk_io_pct 0.2

create_clock -name clk0 -period $clk_period [get_ports {clk_20Mz_i}]

set non_clock_inputs [all_inputs -no_clocks]
set_input_delay [expr $clk_period * $clk_io_pct] -clock clk0 $non_clock_inputs
set_output_delay [expr $clk_period * $clk_io_pct] -clock clk0 [all_outputs]

===== design/flow/run.sh =====
#!/bin/bash
# OpenROAD 26Q1-2900-gdf79404cd8, Yosys 0.63+post, stock flow scripts
make -C /OpenROAD-flow-scripts/flow DESIGN_CONFIG=/design/flow/config.mk WORK_HOME=/design/flow/orfs finish

===== design/flow/design.v =====
`timescale 1ns / 1ps
module pll_config_mcu(
    input clk_20Mz_i,
    input rstn_i,
    input spi_busy_i,
    output reg [15:0] spi_tx_data,
    output reg spi_en
    );
reg [5:0] tx_cnt;
always @ (posedge clk_20Mz_i or negedge rstn_i)
begin
    if(~rstn_i)begin
        tx_cnt <= 'd0;
        spi_en <= 'd0; end
    else if(spi_busy_i == 'd0 && tx_cnt <= 'd19) begin
        spi_en <= 'd1;
        tx_cnt <= tx_cnt + 'd1;end
    else if(tx_cnt == 'd18)begin
        tx_cnt <= 'd0;
        spi_en <= 'd0;
        end
end
always @ (posedge clk_20Mz_i or negedge rstn_i)
begin
   if(~rstn_i)
        spi_tx_data <= 'd0;
end
endmodule

==> results.cfg <==
; synthesis and place-and-route metrics
[setup_path]
cp.required_ps = 2400
rrSetupSlack_ps = 1700
start_kind = flip-flop
crit_path_cell_trace = clkdlybuf4s50_1
critical_path_depth = 1
r2r_cells = 3
arrival_ps = 1090
critPathMaxStageDelay_ps = 470
timing.rr.end = tx_cnt[0]
crit_path_end_kind = output port
crit_fanout = 3
path_buffers = 1
path_class = reg2out
cp_top_family = buffers and inverters
slowest_stage = clkdlybuf4s50_1
r2r_start = tx_cnt[3]

[cts]
cts_buffers = 3
path_clk_slew_ps = 50
clockRootBuffer = clkbuf_4
post_cts_buffers = 0
clockBufferDepth = 2
cts_sinks = 7
cts_tree = built
htreeDepth = 1
cts-resized-gates = 0
cts_hold_buf = 0
clk_latency_ps = 250

[power]
leakage_nw = 0.2349
peakVddDrop_uv = 509.0
power_w = 0.0003739
powerDensity_nw_per_um2 = 716.7

[sta]
finalWorstSetupSlack_ps = 1311
slew_viol_final = 0
finalCritPeriodShare_pct = 56.31
rsz0062_at_grt = false
final.min_clock_period_ps = 1689
skew_ps = 8.728
setup_violations = 0
final_hold_viol_count = 0
tns_ps = 0
timing.fmax_ghz = 0.5920

[route]
vias_per_cell = 3.214
drc_errors = 0
wl_um = 884
wire_per_inst_um = 8.583
diodes = 0
drt_pass1_iterations = 4
final_antenna_net_count = 0
dr.first_iter.drc_count = 8
vias = 331

[logic_synthesis]
yosysSeqAreaShare_pct = 36.84
yosysTopAreaCellShare_pct = 36.84
top_area_cell = dfrtp_1
ys_ff = 7
aoi_share_pct = 13.68
xor_area_share_pct = 1.842
ys_area_um2 = 475.5
ys_warn_count = 1
ys_cells = 52
avgSynthCellArea_um2 = 9.143
synthDistinctLibCells = 20
netlist_area_um2 = 475.5
ys_sh_simple_pct = 11.05
top_logic_kind = buffers and inverters
fa_ha_area_share_pct = 5.263
mux_share_pct = 2.105
synth_cells = 52
synth.area.top_cells = dfrtp_1 37%, buf_4 25%, ha_1 5.3%, a31oi_1 3.9%, o21ai_0 3.2%

[worst_hold_path]
hold_path_class = reg2reg
min_from = tx_cnt[5]
worst_hold_path.endpoint = tx_cnt[5]
hold_path_depth = 0

[run]
maxCapViolations = 0
log.warning_count = 26

[grt]
overflow = 0
grt_pass1_wl_um = 1435
grt_pass1_vias = 337
grt_usage_pct = 2.746
antenna_found_initial = 0
grt_max_degree = 9

[placed_design]
dp_slack_ps = 1153
globalplace.congestion = 0.8494
hpwl_um = 680.9
port_buffers = 3

[finish]
syn2layout_area_growth_pct = 9.737
fillers = 397
layout-drive-gt1-share_pct = 8.772

[floorplanning]
die_h_um = 80
dieArea_um2 = 6400
io_pins = 20
fp_util_pct = 13.92
core-area_um2 = 3416
die_w_um = 80
rows = 21

[run_status]
status = completed
-- worst max path at each step --
stage | start | to | slack (ps)
4_1_cts | spi_en | spi_en | 1290
5_1_grt | spi_en | spi_en | 1250
6_report | spi_en | spi_en | 1310
-- per-layer routing --
| metal | vias to the layer above | routed length (um) | global-route usage, % |
|---|---|---|---|
| met5 | - | 0 | 0 |
| li1 | 156 | - | - |
| met4 | 0 | 0 | 0.5282 |
| met1 | 163 | 367 | 2.832 |
| met3 | 0 | 56 | 1.591 |
| met2 | 12 | 460 | 4.735 |
-- cell families (layout without fill, tap and decap cells) --
family | Yosys count | count (layout)
adders and majority gates | 2 | 2
xor gates and xnor gates | 1 | 1
DFF | 7 | 7
AOI/OAI and AO/OA | 10 | 10
and+or+nand+nor | 10 | 10
other | 1 | 16
muxes | 1 | 1
buffers and inverters | 20 | 10
-- metrics by stage --
step	cell area, um2	hold WS, ps	util, %	instances
detailed placement	495.5	421.7	14.51	99
floorplan	531.8	304.4	-	67
CTS	521.8	435.2	15.27	103
global route	521.8	473.8	15.27	103
finish	521.8	433.4	15.27	103
global placement	495.5	426.7	14.51	99
-- Yosys cell counts (all sizes together) --
cell,n
conb,1
a221oi,1
nor2,2
dfrtp,7
nand3,1
clkbuf,1
o22ai,1
or2,1
mux2i,1
nor2b,1
nand2,3
nand3b,1
ha,2
inv,3
xnor2,1
nand4,1
a21oi,2
a31oi,3
o21ai,3
buf,16
-- flip-flops by register name, summed over array words and instances (netlist names) --
register  cells
tx_cnt        6
spi_en        1
-- layout by cell type (no fill, tap or decap) --
master            n
nor2_1            2
nand3_1           1
a21oi_1           2
xnor2_1           1
a31oi_1           3
clkdlybuf4s50_1   3
nand2_1           3
nand3b_1          1
clkbuf_1          1
nand4_1           1
or2_4             1
conb_1           16
dfrtp_1           7
mux2i_1           1
inv_1             3
a221oi_2          1
clkbuf_4          3
ha_1              2
o21ai_0           3
nor2b_1           1
o22ai_1           1
-- cell type report --
| cell class | count | area [um2] | area share (%) |
|---|---|---|---|
| sequential | 7 | 175.2 | 33.57 |
| multi-input combinational | 40 | 221.5 | 42.45 |
| tap | 46 | 57.56 | 11.03 |
| timing repair buffer | 3 | 30.03 | 5.755 |
| inverter | 3 | 11.26 | 2.158 |
| clock buffer | 4 | 26.28 | 5.036 |
-- power breakdown --
group,switching [W],internal (W)
combinational,0.0000616,0.0000596
sequential,0.0000419,0.000127
clock,0.0000331,0.0000507
Power figures rest on the tool's default switching activity, not on a simulated workload.
